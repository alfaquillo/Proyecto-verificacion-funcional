==> /design/flow/config.mk <==
export PLATFORM = sky130hd
export DESIGN_NAME = float_divider
export DESIGN_NICKNAME = float_divider
export VERILOG_FILES = /design/flow/design.v
export SDC_FILE = /design/flow/constraint.sdc
export NUM_CORES = 4
export LEC_CHECK = 1
export CORE_UTILIZATION = 30
==> /design/flow/constraint.sdc <==
current_design float_divider

set clk_period 124.2
set clk_io_pct 0.2

create_clock -name clk0 -period $clk_period

set non_clock_inputs [all_inputs -no_clocks]
set_input_delay [expr $clk_period * $clk_io_pct] -clock clk0 $non_clock_inputs
set_output_delay [expr $clk_period * $clk_io_pct] -clock clk0 [all_outputs]
==> /design/flow/design.v <==
module float_divider (
    input [31:0] a,     
    input [31:0] b,     
    output reg [31:0] result,
    output reg error,           
    output reg overflow,        
    output reg underflow        
);
    wire a_zero, b_zero, a_inf, b_inf, a_nan, b_nan, a_denormal, b_denormal, res_sign;
    wire [23:0] norm_a_mant, norm_b_mant;
    wire signed [9:0] exp_diff;
    wire [23:0] quotient_mant;
    wire [31:0] normalized_result;  
    wire [31:0] special_result;
    wire is_special_case;
    wire exp_overflow  = (exp_diff >= 255);   
    wire exp_underflow = (exp_diff <= -127);  
    special_cases_detector_div detector (
        .a(a),
        .b(b),
        .a_zero(a_zero),
        .b_zero(b_zero),
        .a_inf(a_inf),
        .b_inf(b_inf),
        .a_nan(a_nan),
        .b_nan(b_nan),
        .a_denormal(a_denormal),
        .b_denormal(b_denormal),
        .res_sign(res_sign)
    );
    special_cases_handler_div handler (
        .a_nan(a_nan),
        .b_nan(b_nan),
        .a_zero(a_zero),
        .b_zero(b_zero),
        .a_inf(a_inf),
        .b_inf(b_inf),
        .res_sign(res_sign),
        .special_result(special_result),
        .is_special_case(is_special_case)
    );
    normalization_unit_div normalizer (
        .a_exp(a[30:23]),
        .b_exp(b[30:23]),
        .a_mant(a[22:0]),
        .b_mant(b[22:0]),
        .a_denormal(a_denormal),
        .b_denormal(b_denormal),
        .norm_a_mant(norm_a_mant),
        .norm_b_mant(norm_b_mant),
        .exp_diff(exp_diff)
    );
    mantissa_divider divider (
        .norm_a_mant(norm_a_mant),
        .norm_b_mant(norm_b_mant),
        .quotient_mant(quotient_mant)
    );
    result_normalizer_div result_norm (
        .exp_diff_in(exp_diff),
        .quotient_mant_in(quotient_mant),
        .res_sign(res_sign),
        .normalized_result(normalized_result)
    );
    always @(*) begin
        error = (a_nan || b_nan) || ((a_zero && b_zero) || (a_inf && b_inf));
        overflow = exp_overflow || (normalized_result[30:23] == 8'hFF && !error);
        underflow = exp_underflow || (normalized_result[30:23] == 8'h00 && !error && normalized_result[22:0] != 23'd0);
        if (is_special_case) begin
            result = special_result;
        end else begin
            result = normalized_result;
        end
    end
endmodule
module mantissa_divider (
    input [23:0] norm_a_mant,   
    input [23:0] norm_b_mant,   
    output reg [23:0] quotient_mant
);
    reg [47:0] remainder;
    reg [47:0] divisor;
    integer i;
    always @(*) begin
        remainder = {24'b0, norm_a_mant};
        divisor = {norm_b_mant, 24'b0};
        quotient_mant = 24'b0;
        for (i = 0; i < 24; i = i + 1) begin
            remainder = remainder << 1;
            if (remainder >= divisor) begin
                remainder = remainder - divisor;
                quotient_mant = {quotient_mant[22:0], 1'b1};
            end else begin
                quotient_mant = {quotient_mant[22:0], 1'b0};
            end
        end
    end
endmodule
module normalization_unit_div (
    input [7:0] a_exp, b_exp,
    input [22:0] a_mant, b_mant,
    input a_denormal, b_denormal,
    output reg [23:0] norm_a_mant, norm_b_mant,
    output reg signed [9:0] exp_diff
);
    always @(*) begin
        norm_a_mant = a_denormal ? {1'b0, a_mant} : {1'b1, a_mant};
        norm_b_mant = b_denormal ? {1'b0, b_mant} : {1'b1, b_mant};
        exp_diff = (a_denormal ? 8'd1 : a_exp) - (b_denormal ? 8'd1 : b_exp) + 8'd127;
    end
endmodule
module result_normalizer_div (
    input signed [9:0] exp_diff_in,
    input [23:0] quotient_mant_in,
    input res_sign,
    output reg [31:0] normalized_result
);
    reg [23:0] quotient_mant;
    reg signed [9:0] exp_diff;
    integer shift_amount;
    always @(*) begin
        quotient_mant = quotient_mant_in;
        exp_diff = exp_diff_in;
        if (exp_diff >= 255) begin
            normalized_result = {res_sign, 8'hFF, 23'd0};
        end 
        else if (exp_diff <= -126) begin
            shift_amount = -126 - exp_diff;
            if (shift_amount < 24) begin
                quotient_mant = quotient_mant >> shift_amount;
                normalized_result = {res_sign, 8'd0, quotient_mant[22:0]};
            end else begin
                normalized_result = {res_sign, 8'd0, 23'd0};  
            end
        end 
        else begin
            if (quotient_mant[23]) begin
                quotient_mant = quotient_mant >> 1;
                exp_diff = exp_diff + 1;
            end
            normalized_result = {res_sign, exp_diff[7:0], quotient_mant[22:0]};
        end
    end
endmodule
module special_cases_detector_div (
    input [31:0] a,
    input [31:0] b,
    output a_zero,
    output b_zero,
    output a_inf,
    output b_inf,
    output a_nan,
    output b_nan,
    output a_denormal,
    output b_denormal,
    output res_sign
);
    wire a_sign = a[31];
    wire b_sign = b[31];
    wire [7:0] a_exp = a[30:23];
    wire [7:0] b_exp = b[30:23];
    wire [22:0] a_mant = a[22:0];
    wire [22:0] b_mant = b[22:0];
    assign a_zero = (a_exp == 8'd0) && (a_mant == 23'd0);
    assign b_zero = (a_exp == 8'd0) && (b_mant == 23'd0);
    assign a_inf  = (a_exp == 8'hFF) && (a_mant == 23'd0);
    assign b_inf  = (b_exp == 8'hFF) && (b_mant == 23'd0);
    assign a_nan  = (a_exp == 8'hFF) && (a_mant != 23'd0);
    assign b_nan  = (b_exp == 8'hFF) && (b_mant != 23'd0);
    assign a_denormal = (a_exp == 8'd0) && (a_mant != 23'd0);
    assign b_denormal = (b_exp == 8'd0) && (b_mant != 23'd0);
    assign res_sign = a_sign ^ b_sign;
endmodule
module special_cases_handler_div (
    input a_nan, b_nan,
    input a_zero, b_zero,
    input a_inf, b_inf,
    input res_sign,
    output reg [31:0] special_result,
    output reg is_special_case
);
    always @(*) begin
        is_special_case = 1'b0;
        special_result = {res_sign, 31'd0};
        if (a_nan || b_nan) begin
            special_result = {res_sign, 8'hFF, 23'h1};
            is_special_case = 1'b1;
        end
        else if (a_zero && b_zero) begin
            special_result = {res_sign, 8'hFF, 23'h1};
            is_special_case = 1'b1;
        end
        else if (a_inf && b_inf) begin
            special_result = {res_sign, 8'hFF, 23'h1};
            is_special_case = 1'b1;
        end
        else if (b_zero && !a_zero) begin
            special_result = {res_sign, 8'hFF, 23'd0};
            is_special_case = 1'b1;
        end
        else if (a_inf) begin
            special_result = {res_sign, 8'hFF, 23'd0};
            is_special_case = 1'b1;
        end
        else if (a_zero) begin
            special_result = {res_sign, 8'd0, 23'd0};
            is_special_case = 1'b1;
        end
    end
endmodule
==> /design/flow/run.sh <==
#!/bin/bash
# OpenROAD 26Q1-2900-gdf79404cd8, Yosys 0.63+post, stock flow scripts
make -C /OpenROAD-flow-scripts/flow DESIGN_CONFIG=/design/flow/config.mk WORK_HOME=/design/flow/orfs finish
==> run summary <==
Results of an implementation run.

The pin count of the biggest net entering global routing is 45. The maximum achievable frequency is 8.32 MHz. For this configuration, the core starts out at a cell density of 0.304. 99 I/O pins were placed.

The number of maximum-capacitance violations is 0. The critical path in the final layout is reported with a setup slack of 4.07 ns. The most numerous cell on the critical path is ha_1. The routed design ends up with an antenna cell count of 0. The yosys synthesis warning count is 5. The share of synthesized area in the top cell type comes to 0.200. In the final timing run, aggregate negative setup slack is 0 ns. The post-route fraction of the period consumed by the critical path is 0.967. The met3 track demand over resource in global routing is 0.0403. Once detail routing completed, the nets flagged for antenna violations numbered 0. For reference, the top cells by count after synthesis are 566 x ha_1, 550 x nand2_1, 479 x nor2_1, 454 x a21oi_1, 372 x o21ai_0. The number of search-and-repair iterations in the first detailed-routing pass is 5. The worst min-delay path endpoint is result[31].

Of the cells placed in the final design, the portion with a size suffix greater than 1 is 0.0726. The script parses the final routing iteration and logs DRC violations as 0. Overall routing resource usage recorded by global route was 0.272. The minimum setup slack after placement is 2.70 ns.

Using the TritonRoute via totals, the vias-per-cell ratio works out to 6.12. The register area is 0 um^2. The first global-routing pass estimated 246000 um of wire. The worst hold path was traced through 3 stages.

The worst hold path belongs to the class primary input to output pin. The yosys stat chip area is 35400 um^2. The final sequential cell count is 0. The worst pin sits at a relative slew slack of 0.337. The die extent in x is 346 um. The detailed placement HPWL is 135000 um. The cell count after synthesis came out at 5227.

The power report puts the leakage power at 0.0177 uW. Counting the fill cells in the layout gives 12500. Per the summary, power density relative to cell area is 3.30 nW/um^2. The number of warnings reported in the stage logs is 35. The final timing report derives a shortest allowable period of 120.13 ns. The number of endpoints failing setup at the final stage is 0. The core outline area is 117000 um^2. The most used standard cell by instance count after synthesis is ha_1.

The startpoint class of the critical path is a primary input. The required time at the worst-slack endpoint is 99.36 ns. The tightest hold margin is 50.60 ns.

The met1 routing resource usage after global routing is 0.407. The mapped cell area is 35400 um^2. The number of antenna violations at the first check in global routing is 4.

In the final report, the number of hold violations comes to 0. Per the gpl log, the routability congestion estimate is 1.05. The run finished with clean final reports. The layout has 0 clock buffers.

The via count of the first global-routing pass is 38200. The startpoint of the most critical hold path is a[31]. The sum of overflow across all layers after global routing is 0.

In this run, the number of DRC markers left after iteration 0 of detailed routing was 4288. The signal arrival time at the worst endpoint is 95.29 ns. After floorplanning, the die was sized to cover 119000 um^2. Compared with the post-synthesis result, the final layout area differs by 9.26%. Global routing put the most usage on met1. By area the synthesized netlist is led by ha_1 20%, a21oi_1 6.4%, xnor2_1 6.1%, nand2_1 5.8%, o21ai_0 5.3%. Pins over their slew limit in the final report were tallied at 0. The largest individual stage delay along the critical path comes from the cell clkdlybuf4s50_1. The maximum fanout along the worst path is 44. IR analysis of the VDD net gives a maximum drop of 0.00214 mV. STA classifies the critical path endpoint as an output pin.

The routed design shows a wire length per standard cell of 24.5 um. The total routed wirelength is 166000 um. The count of instantiated cells in the yosys netlist is 5227.

The quantity of I/O buffers inserted on ports is 99. The count of vias placed by the detailed router is 41600. Setup repair after global routing left no endpoint under its margin.

The average instance area after synthesis is 6.77 um^2. The share of the yosys chip area belonging to registers is 0. The met2 usage in global routing is 0.403. The kind of critical path is primary input to output pin. The report puts the hold buffer count at CTS at 0.

For reference, the placement row count at floorplan is 125. According to the floorplan report, the die height is 346 um. The cell taking the most area after synthesis is ha_1. The timing report gives the biggest stage delay along the critical path as 0.74 ns. The worst-margin pin slew is 0.982 ns. The distinct cell type count after synthesis is 104.
layer usage:
| layer | up-vias | share of wire |
|---|---|---|
| met2 | 1922 | 0.42 |
| met5 | - | 0 |
| met1 | 19700 | 0.46 |
| met3 | 265 | 0.086 |
| li1 | 19800 | - |
| met4 | 0 | 0.034 |
through the flow:
stage               instance area [um^2]  power (uW)  cells  utilization
detailed placement                 38600         124   6798        0.331
finish                             38700         128   6800        0.332
global placement                   38600         125   6798        0.331
global route                       38700         138   6800        0.332
CTS                                38600         125   6798        0.331
floorplan                          35400        86.1   5227            -
worst max-delay path, delay by kind of cell:
family	cells	cell delay [ns]
AOI/OAI and AO/OA	118	34.57
and+or+nand+nor	67	18.10
adders and majority gates	24	8.41
buffers and inverters	29	7.41
muxes	4	1.53
xor gates and xnor gates	1	0.09
logic make-up after synthesis:
logic type	after synthesis	synth area share
AOI/OAI and AO/OA	1888	0.356
and+or+nand+nor	1829	0.246
adders and majority gates	589	0.213
buffers and inverters	422	0.0465
xor gates and xnor gates	376	0.0938
muxes	123	0.0439
worst max-delay path by stage:
| stage | slack, ns | end | from |
|---|---|---|---|
| 4_1_cts | 2.44 | underflow | a[8] |
| 5_1_grt | 0.02 | underflow | a[11] |
| 6_report | 4.07 | underflow | a[11] |
repair_timing:
| action | CTS | global route |
|---|---|---|
| gates resized | 0 | 18 |
| buffers inserted | 0 | 2 |
| setup endpoints to repair | 0 | 3 |
power by group:
| group | total (uW) | internal (uW) | switching [uW] |
|---|---|---|---|
| Sequential | 0 | 0 | 0 |
| Clock | 0 | 0 | 0 |
| Combinational | 128 | 49.0 | 78.7 |
layout by cell type (no fill, tap or decap), types with 74 or more instances in the layout:
cell type	Yosys	final
o21ai_0	372	371
o21a_1	138	138
nand2_1	550	549
nor3_1	142	141
buf_4	6	123
clkdlybuf4s50_1	0	97
ha_1	566	566
nand4_1	102	102
a21o_1	197	197
xnor2_1	245	244
a21oi_1	454	451
xor2_1	129	129
nor2_1	479	466
inv_1	247	244
nand3_1	117	117
mux2_2	74	74
a31oi_1	77	76
final cells by class:
| type | count | area [um^2] | share of cell area |
|---|---|---|---|
| inverters | 249 | 935 | 0.0242 |
| multi-input cells | 4805 | 33900 | 0.877 |
| well taps | 1524 | 1910 | 0.0493 |
| repair buffers | 222 | 1900 | 0.0492 |
No activity file was given, so power comes from the tool's default toggle rates.
