--- /design/flow/design.v ---
module GenDir (
    input OP,                 
    input [1:0] SEG_SEL,      
    input [2:0] M1_SEL,       
    input [2:0] M2_SEL,       
    input [15:0] BX, SI, DI, BP, SP,
    input [15:0] CS, ES, SS, DS,
    input [15:0] IP,
    input [15:0] DESP,
    output wire [19:0] DIR
);
    wire [15:0] reg1, reg2;
    Multiplexor6a1de16bits mux1(
        .A(BX), .B(SI), .C(DI), .D(BP), .E(SP), .F(16'b0),
        .SEL(M1_SEL),
        .OUT(reg1)
    );
    Multiplexor6a1de16bits mux2(
        .A(BX), .B(SI), .C(DI), .D(BP), .E(SP), .F(16'b0),
        .SEL(M2_SEL),
        .OUT(reg2)
    );
    wire [15:0] sum_regs;
    Sumador16bits suma_registros(
        .A(reg1),
        .B(reg2),
        .OUT(sum_regs)
    );
    wire [15:0] offset;
    Sumador16bits suma_offset(
        .A(sum_regs),
        .B(DESP),
        .OUT(offset)
    );
    wire [15:0] effective_offset = OP ? offset : IP;
    wire [15:0] data_segment;
    Multiplexor4a1de16bits mux_segmento(
        .A(CS), .B(DS), .C(ES), .D(SS),
        .SEL(SEG_SEL),
        .OUT(data_segment)
    );
    wire [15:0] segment = OP ? data_segment : CS;
    assign DIR = ({segment, 4'b0}) + {4'b0, effective_offset};
endmodule
module Multiplexor4a1de16bits (A, B, C, D, SEL, OUT);
    input [15:0] A, B, C, D;
    input [1:0] SEL;
    output reg [15:0] OUT;
    always @(A or B or C or D or SEL)
    begin
        case (SEL)
            2'd0: OUT = A;
            2'd1: OUT = B;
            2'd2: OUT = C;
            2'd3: OUT = D;
            default: OUT = 16'd0;
        endcase
    end
endmodule
module Multiplexor6a1de16bits (A, B, C, D, E, F, SEL, OUT);
    input [15:0] A, B, C, D, E, F;
    input [2:0] SEL;
    output wire [15:0] OUT;
    assign OUT = (SEL == 3'd0) ? A :
                (SEL == 3'd1) ? B :
                (SEL == 3'd2) ? C :
                (SEL == 3'd3) ? D :
                (SEL == 3'd4) ? E :
                (SEL == 3'd5) ? F :
                16'd0;
endmodule
module Sumador16bits (
    input [15:0] A, B,
    output wire [15:0] OUT
);
    assign OUT = A + B;  
endmodule
--- /design/flow/run.sh ---
#!/bin/bash
# OpenROAD 26Q1-2900-gdf79404cd8, Yosys 0.63+post, stock flow scripts
make -C /OpenROAD-flow-scripts/flow DESIGN_CONFIG=/design/flow/config.mk WORK_HOME=/design/flow/orfs finish
--- /design/flow/config.mk ---
export PLATFORM = sky130hd
export DESIGN_NAME = GenDir
export DESIGN_NICKNAME = GenDir
export VERILOG_FILES = /design/flow/design.v
export SDC_FILE = /design/flow/constraint.sdc
export NUM_CORES = 4
export LEC_CHECK = 1
export CORE_UTILIZATION = 30
--- /design/flow/constraint.sdc ---
current_design GenDir

set clk_period 26.2
set clk_io_pct 0.2

create_clock -name clk0 -period $clk_period

set non_clock_inputs [all_inputs -no_clocks]
set_input_delay [expr $clk_period * $clk_io_pct] -clock clk0 $non_clock_inputs
set_output_delay [expr $clk_period * $clk_io_pct] -clock clk0 [all_outputs]
==> impl_metrics.env <==
# source this file to load flow results
export IMPL_status="finished, final reports clean"
export IMPL_ys_seq_share_pct=0
export IMPL_dp_cells=868
export IMPL_grt_pass1_vias=4608
export IMPL_slew_limit_headroom_pct=45.4
export IMPL_dpl_worst_slack_ps=9760
export IMPL_viasPerCell=5.21
export IMPL_grt_max_degree=40
export IMPL_tightest_slew_ps=817
export IMPL_yosysWarningCount=1
export IMPL_drt_iter0_markers=178
export IMPL_placed_area_um2=5950
export IMPL_arrival_ps=11270
export IMPL_drtAntennaViolNets=0
export IMPL_drv_cap=0
export IMPL_path_max_fanout=21
export IMPL_syn_inst=517
export IMPL_wl_per_cell_um=17.5
export IMPL_warnings=32
export IMPL_die_y_um=114
export IMPL_final_cell_area_um2=5950
export IMPL_start_kind="input pin"
export IMPL_drt_pass1_iter_count=5
export IMPL_ios=205
export IMPL_critPathRequiredTime_ps=20960
export IMPL_seq_area_um2=0
export IMPL_area_growth_pct=58.4
export IMPL_die_area_um2=13000
export IMPL_n_sequential_cell=0
export IMPL_layout_setup_ws_ps=9690
export IMPL_nFillCells=1228
export IMPL_hpwl_um=12800
export IMPL_avgSynthCellArea_um2=7.26
export IMPL_grt_pass1_wl_um=23800
export IMPL_lay_top_count="clkdlybuf4s50_1"
export IMPL_core_region_area_um2=12100
export IMPL_peakVddDrop_mv=0.0223
export IMPL_ys_cells=517
export IMPL_drc=0
export IMPL_grt_util_all_layers_pct=23.7
export IMPL_drt_total_wl_um=15200
export IMPL_mi_logic_area_um2=3430
export IMPL_leakagePower_nw=2.51
export IMPL_setup_violations=0
export IMPL_final_cell_mix="204 x clkdlybuf4s50_1, 48 x inv_1, 44 x nor2_1"
export IMPL_instances_no_fill=868
export IMPL_min_period_ps=16510
export IMPL_ys_chip_area_um2=3750
export IMPL_max_freq_mhz=60.6
export IMPL_antenna_found_initial=0
export IMPL_endpoint_kind="output pin"
export IMPL_num_vias=4522
export IMPL_antennaDiodeCount=0
export IMPL_power_density_nw_per_um2=37.9
export IMPL_floorplan_rows=40
export IMPL_fp_util_pct=31.0
export IMPL_rsz0062_at_grt="false"
export IMPL_slew_viol_final=0
export IMPL_hp_class="input pin to output pin"
export IMPL_fin_crit_sh_pct=63.0
export IMPL_drive_above_1_share_pct=7.86
export IMPL_tns_ps=0
export IMPL_finalWeightedCongestion=0.875
export IMPL_die_x_um=114
export IMPL_cts_hold_buf=0
export IMPL_n_clock_buffer=0
export IMPL_syn_area_um2=3750
export IMPL_ctsResizeCount=0
export IMPL_overflow=0
export IMPL_worstSetupPathType="input pin to output pin"
export IMPL_synth_cell_type_count=62
export IMPL_port_buffer_count=205
export IMPL_finalHoldViolCount=0
export IMPL_cts_setup_buffers=0
[layer usage]
metal / share of wire, % / up-vias / wire length, um / track usage (%)
met2: 47 / 210 / 7080 / 41.5
met4: 0.54 / 0 / 82 / 1.21
met1: 42 / 2027 / 6430 / 30.2
met3: 11 / 6 / 1630 / 7.09
met5: 0 / - / 0 / 0
li1: - / 2279 / - / -
[per-stage QoR]
stage	power (mW)	hold WS (ps)	utilization, %
global route	0.251	11440	49.1
global placement	0.225	11390	49.1
finish	0.226	11390	49.1
detailed placement	0.225	11390	49.1
CTS	0.228	11390	49.1
floorplan	0.124	10540	-
[critical path: stages]
cell             delay (ps)
clkdlybuf4s50_1         450
buf_4                   280
nor2_1                   80
and2_1                  350
nand2_1                 140
o21ai_0                  90
a221oi_1                270
fa_1                    470
inv_1                    70
ha_1                    200
inv_1                    80
fa_1                    450
nor2b_1                 180
o221ai_1                180
a21oi_1                 350
o21a_1                  180
o21a_1                  110
o31ai_1                  70
ha_1                    360
o21ai_0                  90
a21oi_1                 130
o31ai_1                 120
a21o_1                  230
and4b_1                 180
a311oi_1                360
clkdlybuf4s50_1         530
[cells by family (layout without fill, tap and decap cells)]
logic type                 count (synthesis)  after routing  share of synthesized area [%]
AOI/OAI and AO/OA                        181            181                           33.4
and+or+nand+nor                          127            127                           16.7
buffers and inverters                     81            264                           8.70
muxes                                     65             65                           18.8
adders and majority gates                 43             43                           17.7
xor gates and xnor gates                  20             20                           4.67
[area by class of cell]
type / count / share of cell area (%)
Multi-Input combinational cell: 436 / 57.6
Timing Repair Buffer: 216 / 35.8
Tap cell: 168 / 3.53
Inverter: 48 / 3.03
[cell usage after synthesis, drive strengths merged, types with 6 or more instances]
master	number	area share, %
a21o	12	2.4
a21oi	42	5.6
a221oi	15	3.5
a22o	13	3.0
a22oi	17	3.4
buf	12	1.8
clkbuf	21	2.1
fa	17	9.1
ha	26	8.7
inv	48	4.8
mux2	35	10
mux2i	29	7.7
nand2	33	3.3
nand2b	7	1.2
nor2	44	4.4
nor2b	8	1.3
nor3	7	1.1
o21a	7	1.4
o21ai	29	3.9
o22a	9	2.1
o22ai	8	1.3
xnor2	14	3.3
xor2	6	1.4
[report_power, final]
group	total (mW)	internal [mW]	switching (mW)
Sequential	0	0	0
Clock	0	0	0
Combinational	0.226	0.125	0.101
Total	0.226	0.125	0.101
[final timing paths]
path / slack [ps] / start / depth (start not counted) / endpoint
worst min-delay path: 11390 / IP[2] / 4 / DIR[2]
worst max-delay path: 9690 / M1_SEL[0] / 26 / DIR[16]
Power and IR drop assume default switching activity.
